**flow/run.sh**
```bash
#!/bin/bash
# OpenROAD 26Q1-2900-gdf79404cd8, Yosys 0.63+post, stock flow scripts
make -C /OpenROAD-flow-scripts/flow DESIGN_CONFIG=/design/flow/config.mk WORK_HOME=/design/flow/orfs finish
```
**flow/config.mk**
```make
export PLATFORM = sky130hd
export DESIGN_NAME = pwm_generator
export DESIGN_NICKNAME = pwm_generator
export VERILOG_FILES = /design/flow/design.v
export SDC_FILE = /design/flow/constraint.sdc
export NUM_CORES = 4
export LEC_CHECK = 1
export CORE_AREA = 10 10 70 70
export DIE_AREA = 0 0 80 80
```
**flow/constraint.sdc**
```tcl
current_design pwm_generator

set clk_period 2.8
set clk_io_pct 0.2

create_clock -name clk0 -period $clk_period [get_ports {clk}]

set non_clock_inputs [all_inputs -no_clocks]
set_input_delay [expr $clk_period * $clk_io_pct] -clock clk0 $non_clock_inputs
set_output_delay [expr $clk_period * $clk_io_pct] -clock clk0 [all_outputs]
```
**flow/design.v**
```verilog
`timescale 1ns / 1ps
module pwm_generator(
    input clk,
    input rst,
    input [10:0] pwm_count,
    output reg pwm
    );
    reg [10:0] pwm_counter;  
always@(posedge clk )
begin
    if (!rst) begin
        pwm_counter <= 10'b0; 
    end
    else begin
       pwm_counter <= pwm_counter + 1;   
    end
end
always @ (*) begin
  if (!rst) begin
    pwm = 1'b0;
  end
  else begin 
    if (pwm_counter <  pwm_count) begin
        pwm = 1'b1;  
    end
    else begin
        pwm = 1'b0;  
    end
end
end
endmodule
```
==> reports/qor.csv <==
stage,metric,value,unit
floorplan,fp_util,0.212,
drt,initialDrtViolationCount,37,
cells_and_area,synthToLayoutAreaGrowth,32.1,%
placed_design,gp_congestion,0.741,
timing,setup_viol,0,
cells_and_area,lay_top_count,clkdlybuf4s50_1,
worst_setup_path,endpoint,pwm,
floorplan,chip_area,0.00640,mm2
timing,slew_violations,0,
cells_and_area,drive_gt1_frac,0.102,
drt,wl_met3,132,um
timing,finalWorstSetupSlack,0.144,ns
worst_setup_path,timing.rr.end,pwm_counter[10]$_SDFF_PN0_,
yosys,ys_ff,11,
timing,period_used_share,0.948,
hold_path,min_path_type,reg2reg,
cells_and_area,reg_top3,pwm_counter x11,
yosys,top_area_cell,dfxtp_1,
placed_design,hpwl,1.13,mm
floorplan,num_io_pins,14,
timing,fin_crit,2.66,ns
worst_setup_path,timing_worst_setup_path_type,in2out,
yosys,ys_chip_area,724,um2
global_routing,grt_overflow,0,
timing,finalClockSkew,0.00208,ns
drt,first_pass_iters,3,
drt,vias,581,
cts,clock-sinks,11,
cells_and_area,regMostFlops,pwm_counter,
floorplan,rows,21,
global_routing,grt_pass1_wl,2.46,mm
yosys,synth.lib_cells_used.distinct,25,
run_status,outcome,completed,
yosys,synth_area,724,um2
cts,cts_hold_buf,0,
placed_design,numPortBuffers,13,
drt,top_layer_used,met4,
worst_setup_path,crit_arrival,2.10,ns
global_routing,grt_max_degree,12,
timing,hold_violations,0,
drt,routedWlPerCell,9.55,um
cells_and_area,largest_reg_flops,11,
worst_setup_path,worstReg2RegStart,pwm_counter[0]$_SDFF_PN0_,
worst_setup_path,endpoint_kind,output port,
worst_setup_path,worstPathRequired,2.24,ns
cts,clock_latency,0.26,ns
power,p_leak,0.450,nW
power,ir_drop,0.0724,mV
yosys,synth-warning-count,1,
power,powerDensity,325,mW/mm2
cells_and_area,fin_cells,144,
worst_setup_path,worstPathMaxFanout,2,
global_routing,grt_pass1_vias,599,
worst_setup_path,startpoint,pwm_count[5],
worst_setup_path,r2r_slack,1.53,ns
placed_design,place_inst,140,
floorplan,die_w,80,um
cts,cts_tree,built,
timing,worst_pin_slew,0.237,ns
drt,met1Wirelength,616,um
floorplan,chipHeight,80,um
timing,fin_tns_setup,0,ns
cts,htreeDepth,1,
timing,rsz0062_at_grt,false,
drt,met2_length,613,um
cells_and_area,final_cell_mix,"12 x clkdlybuf4s50_1, 11 x dfxtp_1, 10 x inv_1, 10 x and2_1, 10 x ha_1",
drt,antenna_left,0,
yosys,yosys_cells,80,
yosys,synth_seq_share,0.304,
cts,clockBufferDepth,2,
timing,slew_headroom,0.841,
cells_and_area,fin_util,0.280,
drt,diodes,0,
yosys,post-synth-top-area-fraction,0.304,
drt,wl,1.38,mm
cts,cts.clk_slew.worst_paths,0.07,ns
yosys,syn_inst,80,
yosys,synth_area_per_cell,9.06,um2
job,maxCapViolations,0,
timing,clock.fmax,377,MHz
cts,postCtsSetupRepairBufs,0,
job,tool_warnings,25,
drt,drc_errors,0,
worst_setup_path,cp-start-kind,input pin,
global_routing,antenna_found_initial,0,
drt,via_per_inst,4.03,
cts,cts_inserted_buffers,3,
placed_design,place_ws,-0.327,ns
global_routing,grt_usage,0.0450,
yosys,top_cells_by_area,"dfxtp_1 30%, ha_1 19%, and2_1 8.6%",
worst_setup_path,reg2regPathDepth,5,
cts,root_buffer,clkbuf_4,
floorplan,core,0.00342,mm2
==> synth_stat cells <==
library cell  count
nand3_1           1
a221oi_2          1
a211o_1           1
nand2b_1          2
nor3_1            2
ha_1             11
and3_2            1
o21ai_0           1
nor2b_1           2
nand4_1           3
nor2_1            2
a21o_1            1
xor2_1            3
nand2_1           4
nand3_2           1
dfxtp_1          11
xnor2_1           6
and3_1            1
a211oi_1          1
inv_1            10
o211ai_1          2
and4_1            1
and2_1           10
clkbuf_1          1
o2111a_1          1
==> how the worst min path moves through the flow <==
stage	startpoint	to	slack (ns)	depth (start not counted)
finish	pwm_counter[0]$_SDFF_PN0_	pwm_counter[0]$_SDFF_PN0_	0.46	1
global route	pwm_counter[0]$_SDFF_PN0_	pwm_counter[0]$_SDFF_PN0_	0.48	1
CTS	pwm_counter[0]$_SDFF_PN0_	pwm_counter[0]$_SDFF_PN0_	0.46	1
==> kinds of logic (layout without fill, tap and decap cells) <==
family / after synthesis / count (layout) / synth area share
AOI/OAI and AO/OA: 8 / 8 / 0.0967
xor gates and xnor gates: 9 / 9 / 0.109
adders and majority gates: 11 / 11 / 0.190
buffers and inverters: 11 / 29 / 0.0570
DFF: 11 / 11 / 0.304
and+or+nand+nor: 30 / 30 / 0.244
==> timing repair <==
item,in CTS,in global routing
setup endpoints to repair,1,1
cloned,0,0
resized,3,1
pin swaps,1,3
==> per-layer routing <==
metal | vias to the layer above | global-route usage
met5 | - | 0
met3 | 2 | 0.0205
met2 | 12 | 0.0730
met1 | 256 | 0.0529
li1 | 311 | -
met4 | 0 | 0.0106
==> through the flow <==
stage                     hold slack, ns  instance area, um2  total power [mW]
after floorplan                    0.425                 724             0.187
after global placement             0.445                 923             0.211
after detailed placement           0.453                 923             0.212
after CTS                          0.461                 945             0.316
after global routing               0.485                 957             0.327
final                              0.460                 957             0.311
==> worst max-delay path, cell delays in order <==
cell and delay, ns:
clkdlybuf4s50_1 0.45, inv_1 0.04, ha_1 0.29, and4_1 0.19, o21ai_0 0.07, o211ai_1 0.13, a221oi_2 0.22, buf_2 0.13
==> power by group <==
part           leakage [nW]  total [mW]  switching (mW)  internal [mW]
sequential           0.0892       0.164         0.00382          0.160
clock                0.0150       0.103          0.0482         0.0550
combinational         0.346      0.0435          0.0159         0.0276
==> final cells by class <==
type | instances | area (um2)
fillers | 366 | 2460
multi-input cells | 58 | 475
flip-flops and latches | 11 | 220
repair buffers | 15 | 140
well taps | 46 | 57.6
inverters | 10 | 37.5
clock buffers | 4 | 26.3
No activity file was given, so power comes from the tool's default toggle rates.
