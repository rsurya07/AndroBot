$ cat design/flow/run.sh
#!/bin/bash
# OpenROAD 26Q1-2900-gdf79404cd8, Yosys 0.63+post, stock flow scripts
make -C /OpenROAD-flow-scripts/flow DESIGN_CONFIG=/design/flow/config.mk WORK_HOME=/design/flow/orfs finish
$ cat design/flow/config.mk
export PLATFORM = sky130hd
export DESIGN_NAME = rpm_detector
export DESIGN_NICKNAME = rpm_detector
export VERILOG_FILES = /design/flow/design.v
export SDC_FILE = /design/flow/constraint.sdc
export NUM_CORES = 4
export LEC_CHECK = 1
export CORE_UTILIZATION = 40
$ cat design/flow/constraint.sdc
current_design rpm_detector

set clk_period 10.8
set clk_io_pct 0.2

create_clock -name clk0 -period $clk_period [get_ports {clock}]

set non_clock_inputs [all_inputs -no_clocks]
set_input_delay [expr $clk_period * $clk_io_pct] -clock clk0 $non_clock_inputs
set_output_delay [expr $clk_period * $clk_io_pct] -clock clk0 [all_outputs]
$ cat design/flow/design.v
`timescale 1ns / 1ps
module rpm_detector(clock, reset, sa_input , rpm_output);
    input clock;
    input reset;
    input sa_input;		 
	output reg[31:0] rpm_output;  
    parameter [31:0] SAMPLING_FREQUENCY = 32'd100000000;
    reg       [31:0] SAMPLING_COUNT     = 32'd0; 		
    reg       [31:0] HIGH_COUNT         = 32'd0;
    wire      [31:0] pe;
    reg       sa_input_neg;
    assign pe = sa_input & ~sa_input_neg;   
    always@(posedge clock)
    begin
      if(~reset)
           begin
           SAMPLING_COUNT<=32'd0;  
           HIGH_COUNT <= 32'd0;    
           end
      else
           begin
           sa_input_neg <=  sa_input;
           if (SAMPLING_COUNT<=SAMPLING_FREQUENCY)
            begin
                if (pe)
                       begin
                       HIGH_COUNT<=HIGH_COUNT+1'd1;  
                end
                else begin
                        HIGH_COUNT<=HIGH_COUNT;
                end
                SAMPLING_COUNT<=SAMPLING_COUNT + 1'b1;  
                rpm_output <= rpm_output ;
            end
            else begin
                rpm_output <= HIGH_COUNT * 5; 
                HIGH_COUNT <= 32'b0;
                SAMPLING_COUNT <= 32'b0;
            end
           end
    end 
endmodule
==> summary.txt <==
This memo summarizes the results of the implementation run.

Run status
The run finished with clean final reports.

Place
The number of I/O port buffers is 34. The placer's final routability congestion estimate is 0.858. At the placement stage, the worst setup path has a slack of 6.60 ns. The number of placed cells counting well taps is 825.

The cell area reported after detailed placement is 0.00628 sq mm. The wire-length estimate of the detail-placed layout is 7.83 mm.

CTS
The skew report gives the latency at the later pin of the worst-skew pair as 0.35 ns. The number of hold buffers added after CTS is 0. The number of sinks on the clock net is 97. The clock passes through at most 2 buffers. The clock input transition at the sequential cells of the worst setup and hold paths is 0.07 ns.

The clock H-tree reported by CTS has 3 levels. The clock root buffer is sky130_fd_sc_hd__clkbuf_16. The buffer count from post-CTS setup fixing is 0. TritonCTS built the clock tree. The CTS report gives the tree buffer count as 9.

Post-CTS repair ended up resizing 0 cells.

Floorplanning
35 I/O pins were placed. The core region is 0.0140 sq mm. The row count is 43.

The die is 122 um wide. At the floorplan stage, the core utilization is reported as 41.3%. The die covers 0.0149 sq mm. Per the OpenROAD floorplan log, the height of the die is 122 um.

Drt
Antenna repair during routing inserted a diode count of 0. According to the report, the first pass of detailed routing completed in 5 iterations. The final routed wirelength across all metal layers is 10.5 mm. Once iteration 0 of detailed routing completed, the report listed 268 DRC markers.

After detailed routing, the number of vias per cell comes to 5.12. The total number of vias is 4302. Per the detail_route report, DRC violations left total 0. The routed design shows a wire length per standard cell of 12.5 um. The count of antenna-violating nets left after detailed routing is 0.

Final timing
For the final database, setup skew stands at 0.00869 ns. The maximum clock frequency is 260 MHz. The clock period minus final worst setup slack is 3.84 ns. The final critical path takes up 35.5% of the cycle. Counting pins that exceed their max-slew limit in the final report gives 0. Setup slack closes at 6.96 ns. Summed over all failing endpoints, the final setup total negative slack is 0 ns. For reference, the final report shows the hold violation count at 0. The transition time recorded at the tightest slew-check pin is 0.582 ns. Headroom to the max-slew limit came out at 61.0%. The worst hold margin is 0.497 ns.

The final setup violation count is 0. Setup repair after global routing left no endpoint under its margin.

Synth
For reference, the top cells by area after synthesis are sky130_fd_sc_hd__dfxtp_1, sky130_fd_sc_hd__edfxtp_1, sky130_fd_sc_hd__ha_1, sky130_fd_sc_hd__xnor2_1, sky130_fd_sc_hd__nor2_1. The cell total in the yosys stat output is 626. The synthesized cell area is 0.00577 sq mm. The synthesis warning total is 1.

Per the post-synthesis stats, the area per cell is 9.22 sq um. In this run, synthesis produced a sequential element count of 97. Counting flops with a built-in enable in the synthesized netlist gives 33.

The portion of the post-synthesis area used by sequential elements is 39.4%. Per the synth stats, the flop cell with the highest instance count is sky130_fd_sc_hd__dfxtp_1. The instance tally after logic synthesis is 626. Per the synthesis report, the number of distinct cell types is 51. Of the post-synthesis cell area, the dominant cell type holds 22.2%.

The area figure in the yosys stat output is 0.00577 sq mm. Looking at area per cell type in the netlist, the leader is sky130_fd_sc_hd__dfxtp_1. The async set-reset flop share out of synthesis is 0%.

Global routing
The initial antenna violation count is 0. The overall overflow remaining after global route is 0. The wire length of the first global-routing pass is 18.3 mm.

For this run, the total global-route usage over all layers was measured as 15.5%. The largest net degree at the start of global routing is 43. The via count of the first global-routing pass was 3960.

Setup path
The critical path's top delay family is simple AND/OR/NAND/NOR gates. Data arrives at the worst endpoint at 4.07 ns. The library cell contributing the largest single delay on the critical path is sky130_fd_sc_hd__nor3_2.

The path type of the worst setup path is in -> reg. The maximum fanout along the worst path is 8. The largest stage delay on the critical path is 0.55 ns. Per STA, the worst path is made up of clkdlybuf4s50_1 > nand2b_1 > nor3_2 > nand4_1 > nor3_1 > xnor2_1 > nor2_1. The number of buffer and inverter instances along the worst setup path is 1. STA classifies the critical path endpoint as a register. The required time at the worst-slack endpoint is 11.03 ns. The nature of the critical path startpoint is an input port.

Final layout
The count of non-filler cells in the finished layout is 841. The relative area change from synthesis to final layout is 13.7%. The finished cells cover 0.00656 sq mm. The most common logic cell in the final layout is sky130_fd_sc_hd__nor2_1. The sequential standard cell area is 0.00227 sq mm. Summing all multi-input logic gate instances after layout gives 0.00338 sq mm. In the final layout, the share of cells above drive strength 1 is 3.33%. In the layout the commonest cells are sky130_fd_sc_hd__nor2_1, sky130_fd_sc_hd__dfxtp_1, sky130_fd_sc_hd__ha_1, sky130_fd_sc_hd__xnor2_1, sky130_fd_sc_hd__nand2_1. The count of filler cells inserted in the layout is 1300.

Pwr
Power spread over the standard cell area amounts to 106 mW/mm^2. Per report_power, the combinational group accounts for 1.0% of the total. The switching power of the nets is 0.154 mW. The part of the total power dissipated in the clock network is 44.5%. The leakage power figure is 2.67 nW. The switching part of the total power is 22.1%. The portion of total power attributed to sequential cells is 54.5%. The power report lists cell-internal power as 0.542 mW. The worst voltage drop across the vdd grid is 0.0645 mV.

Worst hold path
The kind of path behind the tightest hold check is reg -> reg.

Run
Across the run, the number of max-cap violations was 0. The count of warning messages emitted by the tools is 26.
==> path summary, 6_finish.rpt <==
| path | start | endpoint | slack (ns) | depth (start not counted) |
|---|---|---|---|---|
| setup / recovery | sa_input | HIGH_COUNT[31] | 6.96 | 7 |
| hold / removal | SAMPLING_COUNT[0] | SAMPLING_COUNT[0] | 0.50 | 1 |
| setup reg to reg | HIGH_COUNT[3] | rpm_output[31] | 7.89 | 10 |
| hold reg to reg | SAMPLING_COUNT[0] | SAMPLING_COUNT[0] | 0.50 | 1 |
==> cell usage after synthesis, drive strengths merged (4+ instances only) <==
cell type  number
xnor2          47
o21a            7
buf            10
dfxtp          64
o211ai          5
nand2          41
a31oi           7
ha             60
inv            13
nor2           95
edfxtp         33
nor2b           5
a21oi          35
a21o           18
nand3          27
and4            7
a211oi          4
nand4          18
xor2           32
nor3            8
o21ai          21
and2            5
clkbuf         11
nand2b          5
and3           18
==> layout make-up <==
| type | instances | area share [%] |
|---|---|---|
| Sequential cell | 97 | 34.6 |
| Inverter | 13 | 0.744 |
| Clock inverter | 7 | 0.915 |
| Multi-Input combinational cell | 499 | 51.4 |
| Timing Repair Buffer | 36 | 5.41 |
| Tap cell | 180 | 3.43 |
| Clock buffer | 9 | 3.43 |
==> metrics by stage <==
stage / total power [mW] / utilization [%]
after floorplan: 0.391 / -
after global placement: 0.394 / 44.9
after detailed placement: 0.395 / 44.9
after CTS: 0.706 / 46.9
after global routing: 0.720 / 46.9
final: 0.695 / 46.9
==> worst reg2reg max path: stages, from the launching register on <==
cell                        delay [ns]
sky130_fd_sc_hd__dfxtp_1          0.38
sky130_fd_sc_hd__ha_1             0.30
sky130_fd_sc_hd__ha_1             0.19
sky130_fd_sc_hd__inv_1            0.06
sky130_fd_sc_hd__fa_1             0.40
sky130_fd_sc_hd__nor2b_1          0.18
sky130_fd_sc_hd__o2111ai_1        0.19
sky130_fd_sc_hd__a211o_1          0.38
sky130_fd_sc_hd__a21oi_1          0.30
sky130_fd_sc_hd__o31a_1           0.20
sky130_fd_sc_hd__xnor2_1          0.07
==> registers in the layout (all words and copies together) (netlist names) <==
signal / cells
HIGH_COUNT: 32
SAMPLING_COUNT: 32
rpm_output: 32
sa_input_neg: 1
==> power by group through the flow <==
| stage | clock network, mW | logic (mW) | registers, mW |
|---|---|---|---|
| CTS | 0.320 | 0.00777 | 0.379 |
| global route | 0.334 | 0.00811 | 0.379 |
| finish | 0.309 | 0.00721 | 0.379 |
==> layer usage <==
metal | track usage (%) | vias to the layer above | share of wire (%)
met4 | 2.13 | 0 | 1.7
met3 | 2.15 | 12 | 3.4
met1 | 24.0 | 1930 | 52
met2 | 24.2 | 69 | 43
met5 | 0 | - | 0
li1 | - | 2291 | -
==> kinds of logic (layout without fill, tap and decap cells) <==
| family | Yosys count | in the layout | share of synthesized area, % |
|---|---|---|---|
| simple gates | 242 | 242 | 20.2 |
| xor+xnor | 79 | 79 | 12.0 |
| buf+inv | 34 | 65 | 2.58 |
| compound gates | 110 | 110 | 12.0 |
| mux | 2 | 2 | 0.390 |
| flops | 97 | 97 | 39.4 |
| fa+ha+maj | 61 | 61 | 13.4 |
| other cells | 1 | 5 | 0.0650 |
Power figures rest on the tool's default switching activity, not on a simulated workload.
